<file path="design.v">
module router_fifo #(parameter WIDTH = 9, DEPTH = 16) (
    clock,resetn,data_in,read_enb,write_enb,data_out,empty,full,lfd_state,soft_reset
);
input clock,resetn,read_enb,write_enb,lfd_state,soft_reset;
input [WIDTH-2:0] data_in; 
output reg [WIDTH-2:0] data_out;
output empty,full;
reg [4:0] wr_ptr,rd_ptr;
reg [6:0] counter;
reg [WIDTH-1:0] mem[DEPTH-1:0];
reg temp;   
assign empty = (wr_ptr == rd_ptr);
assign full = ((wr_ptr[4]!=rd_ptr[4]) && (wr_ptr[3:0] == rd_ptr[3:0]));
integer i;
always @(posedge clock) begin
    if(~resetn) temp=0;
    else temp=lfd_state;
end
always @(posedge clock) begin
    if(~resetn) begin
        for(i=0;i<=DEPTH-1;i=i+1)
            mem[i]<=0;
    end
    else if(soft_reset) begin
        for(i=0;i<=DEPTH-1;i=i+1)
            mem[i]<=0;
    end
    else if(write_enb && !full) begin
        if(lfd_state) begin
            {mem[wr_ptr[3:0]][8],mem[wr_ptr[3:0]][7:0]}<={temp,data_in};
        end
        else begin
            {mem[wr_ptr[3:0]][8],mem[wr_ptr[3:0]][7:0]}<={temp,data_in};
        end
    end
end
always @(posedge clock) begin
    if(~resetn) begin
        data_out<=0;
    end
    else if(soft_reset) begin
        data_out<='bz;
    end
    else if(read_enb && !empty) begin
        data_out<=mem[rd_ptr[3:0]][7:0];
    end
    else if(counter==0 && data_out!=0) begin
        data_out<=8'bzzzzzzzz;
    end
end
always @(posedge clock) begin
    if(read_enb && !empty) begin
        if(mem[rd_ptr[3:0]][8]) begin
            counter<=mem[rd_ptr[3:0]][7:2]+1;
        end
        else if(counter!=0) begin
            counter<=counter-1;
        end
    end
end
always @(posedge clock) begin
    if(~resetn || soft_reset) begin
        rd_ptr<=0;
        wr_ptr<=0;
    end
    else begin
        if(write_enb && !full) wr_ptr<=wr_ptr+1;
        if(read_enb && !empty) rd_ptr<=rd_ptr+1;
    end
end
endmodule
module router_fsm (
    input clock, resetn, pkt_vld, fifo_full,
    input fifo_emtpy_0, fifo_emtpy_1, fifo_emtpy_2,
    input soft_reset_0, soft_reset_1, soft_reset_2,
    input [1:0] data_in,
    input parity_done, low_packet_valid,
    output wirte_enb_reg, detect_add, ld_state,
    output laf_state, lfd_state, full_state,
    output rst_int_reg, busy
);
parameter DECODE_ADDRESS   = 3'b000,
          LOAD_FIRST_DATA  = 3'b001,
          WAIT_TILL_EMPTY  = 3'b010,
          LOAD_DATA        = 3'b011,
          LOAD_PARITY      = 3'b100,
          FIFO_FULL_STATE  = 3'b101,
          LOAD_AFTER_FULL  = 3'b110,
          CHECK_PARITY_ERR = 3'b111;
reg [2:0] present_state, next_state;
always @(posedge clock) begin
    if (~resetn)
        present_state <= DECODE_ADDRESS;
    else if (soft_reset_0 || soft_reset_1 || soft_reset_2)
        present_state <= DECODE_ADDRESS;
    else
        present_state <= next_state;
end
always @(*) begin
    next_state = present_state;   
    case (present_state)
        DECODE_ADDRESS: begin
            if ((pkt_vld && data_in==2'd0 && fifo_emtpy_0) ||
                (pkt_vld && data_in==2'd1 && fifo_emtpy_1) ||
                (pkt_vld && data_in==2'd2 && fifo_emtpy_2))
                next_state = LOAD_FIRST_DATA;
            else if ((pkt_vld && data_in==2'd0 && ~fifo_emtpy_0) ||
                     (pkt_vld && data_in==2'd1 && ~fifo_emtpy_1) ||
                     (pkt_vld && data_in==2'd2 && ~fifo_emtpy_2))
                next_state = WAIT_TILL_EMPTY;
        end
        LOAD_FIRST_DATA: next_state = LOAD_DATA;
        WAIT_TILL_EMPTY: begin
            if (fifo_emtpy_0 || fifo_emtpy_1 || fifo_emtpy_2)
                next_state = LOAD_FIRST_DATA;
            else
                next_state = WAIT_TILL_EMPTY;
        end
        LOAD_DATA: begin
            if (fifo_full)
                next_state = FIFO_FULL_STATE;
            else if (!fifo_full && !pkt_vld)
                next_state = LOAD_PARITY;
        end
        LOAD_PARITY: next_state = CHECK_PARITY_ERR;
        FIFO_FULL_STATE: begin
            if (!fifo_full)
                next_state = LOAD_AFTER_FULL;
            else
                next_state = FIFO_FULL_STATE;
        end
        LOAD_AFTER_FULL: begin
            if (!parity_done && low_packet_valid)
                next_state = LOAD_PARITY;
            else if (!parity_done && !low_packet_valid)
                next_state = LOAD_DATA;
            else if (parity_done)
                next_state = DECODE_ADDRESS;
        end
        CHECK_PARITY_ERR: begin
            if (!fifo_full)
                next_state = DECODE_ADDRESS;
            else
                next_state = FIFO_FULL_STATE;
        end
    endcase
end
assign detect_add   = (present_state == DECODE_ADDRESS);
assign lfd_state    = (present_state == LOAD_FIRST_DATA);
assign busy         = (present_state==LOAD_FIRST_DATA) ||
                      (present_state==LOAD_PARITY) ||
                      (present_state==FIFO_FULL_STATE) ||
                      (present_state==LOAD_AFTER_FULL) ||
                      (present_state==WAIT_TILL_EMPTY) ||
                      (present_state==CHECK_PARITY_ERR);
assign ld_state     = (present_state == LOAD_DATA);
assign wirte_enb_reg= (present_state==LOAD_DATA) ||
                      (present_state==LOAD_PARITY) ||
                      (present_state==LOAD_AFTER_FULL);
assign full_state   = (present_state == FIFO_FULL_STATE);
assign laf_state    = (present_state == LOAD_AFTER_FULL);
assign rst_int_reg  = (present_state == CHECK_PARITY_ERR);
endmodule
module router_register(clock,resetn,lfd_state,rst_int_reg,pkt_vld,fifo_full,detect_add,ld_state,laf_state,full_state,data_in,error,low_packet_valid,parity_done,dout);
input clock,resetn,lfd_state,rst_int_reg,pkt_vld,fifo_full,detect_add,ld_state,laf_state,full_state;
input [7:0] data_in;
output reg error,low_packet_valid,parity_done;
output reg [7:0] dout;
reg [7:0] full_state_byte,internal_parity,header,packet_parity;
always@(posedge clock)
begin
  if(!resetn)
  dout<=0;
  else
  begin
   if(~(detect_add))
         begin
           if(~(lfd_state))
             begin
               if(~(ld_state && ~fifo_full))
                  begin
                     if(~(ld_state && fifo_full))
                        begin 
                          if(~(laf_state))
                            dout<=dout;
                          else
                            dout<=full_state_byte;
                        end
                       else
                         dout<=dout;
                   end
                 else
                   dout<=data_in;
             end
           else
              dout<=header;
         end
       else
          dout<=dout; 
  end
end
always @(posedge clock) begin
    if(~resetn) full_state_byte<=0;
    else begin
        if(ld_state && fifo_full) full_state_byte<=data_in;
        else full_state_byte<=full_state_byte;
    end
end
always @(posedge clock) begin
    if(~resetn) header<=0;
    else begin 
        if(detect_add && pkt_vld && (data_in[1:0]!=3)) 
            header<=data_in;
        else header<=header;
    end
end
always @(posedge clock) begin
    if(~resetn) internal_parity<=0;
    else begin
        if(detect_add) internal_parity<=0;
        else if(lfd_state) internal_parity<=internal_parity^header;
        else if(ld_state && pkt_vld && ~fifo_full) internal_parity<=internal_parity^data_in;
    end
end
always @(posedge clock) begin
    if(~resetn) low_packet_valid<=0;
    else begin
        if(rst_int_reg) low_packet_valid<=1'b0;
        else if(ld_state && ~pkt_vld) low_packet_valid<=1'b1;
        else low_packet_valid<=low_packet_valid;
    end
end
always @(posedge clock) begin
    if(~resetn) parity_done<=0;
    else begin
        if(detect_add) parity_done<=0;
        else if( (ld_state && ~(pkt_vld) && ~fifo_full) || (laf_state && (low_packet_valid) && ~parity_done)) parity_done<=1'b1;
        else parity_done<=parity_done;
    end
end
always @(posedge clock) begin 
    if(~resetn) packet_parity<=0;
    else if(ld_state && ~pkt_vld) packet_parity<=data_in;
    else packet_parity<=packet_parity;
end
always @(posedge clock) begin
    if(~resetn) error<=0;
    else begin
        if(parity_done) begin
            if(internal_parity!=packet_parity) error<=1'b0;
            else error<=1'b1;
        end
        else error<=1'b0;
    end
end
endmodule
module router_sync(clock,resetn,detect_add,full_0,full_1,full_2,data_in,empty_0,empty_1,empty_2,write_enb_reg,read_enb_0,read_enb_1,read_enb_2,fifo_full,vld_out_0,vld_out_1,vld_out_2,soft_reset_0,soft_reset_1,soft_reset_2,write_enb);
input clock,resetn,detect_add,write_enb_reg,read_enb_0,read_enb_1,read_enb_2,full_0,full_1,full_2,empty_0,empty_1,empty_2;
input [1:0] data_in;
output vld_out_0,vld_out_1,vld_out_2,soft_reset_0,soft_reset_1,soft_reset_2;
output reg [2:0] write_enb;
output reg fifo_full;
reg [1:0] temp;
reg [5:0] counter0,counter1,counter2; 
reg soft_reset_0,soft_reset_1,soft_reset_2;
always @(temp or full_0 or full_1 or full_2) begin
    case(temp) 
    2'b00: fifo_full=full_0;
    2'b01: fifo_full=full_1;
    2'b10: fifo_full=full_2;
    default : fifo_full=0;
    endcase
end
always @(posedge clock) begin
    if(~resetn) temp<=0;
    else if(detect_add) temp<=data_in;
    else temp<=temp;
end
always @(temp or write_enb or write_enb_reg) begin
    if(write_enb_reg) begin
        case(temp) 
            2'b00: write_enb=3'b001;
            2'b01: write_enb=3'b010;
            2'b10: write_enb=3'b100;
        endcase
    end
    else write_enb=0;
end
assign vld_out_0=~empty_0;
assign vld_out_1=~empty_1;
assign vld_out_2=~empty_2;
always @(posedge clock) begin
    if(~resetn) begin 
        counter0<=0;
        soft_reset_0<=0;
    end
    else if(!read_enb_0 && vld_out_0) begin
        if(counter0<29) counter0<=counter0+1;
        if(counter0>=29) soft_reset_0<=1'b1;
        if(read_enb_0) counter0<=0;
    end
end
always @(posedge clock) begin
    if(~resetn) begin 
        counter1<=0;
        soft_reset_1<=0;
    end
    else if(!read_enb_1 && vld_out_1) begin
        if(counter1<29) counter1<=counter1+1;
        if(counter1>=29) soft_reset_1<=1'b1;
        if(read_enb_1) counter1<=0;
    end 
end
always @(posedge clock) begin
    if(~resetn) begin 
        counter2<=0;
        soft_reset_2<=0;
    end
    else if(!read_enb_2 && vld_out_2) begin
        if(counter2<29) counter2<=counter2+1;
        if(counter2>=29) soft_reset_2<=1'b1;
        if(read_enb_2) counter2<=0;
    end
end
endmodule
module router_top(clock,resetn,data_in,read_enb_0,read_enb_1,read_enb_2,pkt_valid,data_out_0,data_out_1,data_out_2,vld_out_0,vld_out_1,vld_out_2,err,busy);
input clock,resetn,pkt_valid,read_enb_0,read_enb_1,read_enb_2;
input [7:0]data_in;
output vld_out_0,vld_out_1,vld_out_2,err,busy;
output [7:0] data_out_0,data_out_1,data_out_2;
wire [2:0] write_enb;
wire full_0,empty_0,soft_reset_0;
wire full_1,empty_1,soft_reset_1;
wire full_2,empty_2,soft_reset_2;
wire lfd_state, ld_state, laf_state, full_state;
wire detect_add, write_enb_reg, rst_int_reg;
wire fifo_full, parity_done, low_pkt_valid;
wire [7:0] dout;
router_fifo f1(.clock(clock),.resetn(resetn),.data_in(dout),.read_enb(read_enb_0),.write_enb(write_enb[0]),.data_out(data_out_0),.empty(empty_0),.full(full_0),.lfd_state(lfd_state),.soft_reset(soft_reset_0));
router_fifo f2(.clock(clock),.resetn(resetn),.data_in(dout),.read_enb(read_enb_1),.write_enb(write_enb[1]),.data_out(data_out_1),.empty(empty_1),.full(full_1),.lfd_state(lfd_state),.soft_reset(soft_reset_1));
router_fifo f3(.clock(clock),.resetn(resetn),.data_in(dout),.read_enb(read_enb_2),.write_enb(write_enb[2]),.data_out(data_out_2),.empty(empty_2),.full(full_2),.lfd_state(lfd_state),.soft_reset(soft_reset_2));
router_sync s1(.clock(clock),.resetn(resetn),.detect_add(detect_add),.full_0(full_0),.full_1(full_1),.full_2(full_2),.data_in(data_in[1:0]),.empty_0(empty_0),.empty_1(empty_1),.empty_2(empty_2),.write_enb_reg(write_enb_reg),.read_enb_0(read_enb_0),.read_enb_1(read_enb_1),.read_enb_2(read_enb_2),.fifo_full(fifo_full),.vld_out_0(vld_out_0),.vld_out_1(vld_out_1),.vld_out_2(vld_out_2),.soft_reset_0(soft_reset_0),.soft_reset_1(soft_reset_1),.soft_reset_2(soft_reset_2),.write_enb(write_enb));
router_fsm fsm1(.clock(clock),.resetn(resetn),.pkt_vld(pkt_valid),.fifo_full(fifo_full),.fifo_emtpy_0(empty_0),.fifo_emtpy_1(empty_1),.fifo_emtpy_2(empty_2),.soft_reset_0(soft_reset_0),.soft_reset_1(soft_reset_1),.soft_reset_2(soft_reset_2),.data_in(data_in[1:0]),.parity_done(parity_done),.low_packet_valid(low_pkt_valid),.wirte_enb_reg(write_enb_reg),.detect_add(detect_add),.ld_state(ld_state),.laf_state(laf_state),.lfd_state(lfd_state),.full_state(full_state),.rst_int_reg(rst_int_reg),.busy(busy));
router_register r1(.clock(clock),.resetn(resetn),.lfd_state(lfd_state),.rst_int_reg(rst_int_reg),.pkt_vld(pkt_valid),.fifo_full(fifo_full),.detect_add(detect_add),.ld_state(ld_state),.laf_state(laf_state),.full_state(full_state),.data_in(data_in),.error(err),.low_packet_valid(low_pkt_valid),.parity_done(parity_done),.dout(dout));
endmodule
</file>
<file path="run.sh">
#!/bin/bash
# OpenROAD 26Q1-2900-gdf79404cd8, Yosys 0.63+post, stock flow scripts
make -C /OpenROAD-flow-scripts/flow DESIGN_CONFIG=/design/flow/config.mk WORK_HOME=/design/flow/orfs finish
</file>
<file path="config.mk">
export PLATFORM = sky130hd
export DESIGN_NAME = router_top
export DESIGN_NICKNAME = router_top
export VERILOG_FILES = /design/flow/design.v
export SDC_FILE = /design/flow/constraint.sdc
export NUM_CORES = 4
export LEC_CHECK = 1
export CORE_UTILIZATION = 50
</file>
<file path="constraint.sdc">
current_design router_top

set clk_period 7.1
set clk_io_pct 0.2

create_clock -name clk0 -period $clk_period [get_ports {clock}]

set non_clock_inputs [all_inputs -no_clocks]
set_input_delay [expr $clk_period * $clk_io_pct] -clock clk0 $non_clock_inputs
set_output_delay [expr $clk_period * $clk_io_pct] -clock clk0 [all_outputs]
</file>
==> results.json <==
{
  "status": "complete, no violations",
  "worst_slew_pin_slew_ns": 0.795,
  "r2r_setup_slack_ns": 3.97,
  "syn2layout_area_growth_pct": 11.9,
  "cts_root_buffer": "clkbuf_16",
  "irDropWorstVdd_v": 0.000199,
  "clockPowerShare": 0.437,
  "hold_buffers": 0,
  "die_h_um": 237,
  "unconstrained_endpoints": 3,
  "final_common_cell": "edfxtp_1",
  "port_buffers": 42,
  "fin_crit_ns": 4.20,
  "p_comb_frac": 0.039,
  "synthFlopType": "edfxtp_1",
  "tns_ns": 0,
  "pre_cts_ws_ns": 2.58,
  "grt_pass1_vias": 16700,
  "drt_pass1_iterations": 5,
  "cts_tree": "done",
  "worst_setup_path_start_kind": "flip-flop",
  "path_buffers": 1,
  "cts_buffers": 61,
  "setup_viol": 0,
  "crit_path_top_delay_cell": "nor4_4",
  "gp_congestion": 0.905,
  "chipArea_um2": 56300,
  "period_used_share": 0.592,
  "rsz0062_at_grt": "false",
  "clock_latency_ns": 0.63,
  "seqPwrFrac": 0.524,
  "ys_cells": 2114,
  "worstPathCellList": "xor2_1 -> nor4_4 -> nand2_1 -> clkdlybuf4s50_1",
  "grt.overflow.total": 0,
  "grt_pass1_wl_um": 99000,
  "place_inst": 2795,
  "min_to": "r1.dout[0]",
  "max_freq_mhz": 238,
  "dpl.hpwl_um": 41200,
  "synthArstFlopShare": 0,
  "yosysWarningCount": 6,
  "finalNonFillerCells": 2907,
  "avgViaCountPerCell": 5.58,
  "max_stage_delay_ns": 0.57,
  "drv_slew": 0,
  "warnings": 48,
  "clk_pin_slew_ns": 0.06,
  "mappedNetlistArea_um2": 27700,
  "cp-end-kind": "output port",
  "unclocked_regs": 3,
  "synth-edff-count": 453,
  "cts.path.max_buffers": 3,
  "drcViolationCount": 0,
  "yosys_area_um2": 27700,
  "required_ns": 5.68,
  "initCoreUtil": 0.510,
  "vias": 16200,
  "p_leak_nw": 11.0,
  "grt_max_degree": 50,
  "cts.repair.resized": 0,
  "drtAntennaViolNets": 0,
  "die_x_um": 237,
  "critPathKind": "reg -> out",
  "min_from": "r1.dout[0]",
  "ys_types": 58,
  "wl_per_cell_um": 21.8,
  "synth_area_per_cell_um2": 13.1,
  "diodes": 0,
  "synth_cells": 2114,
  "relSlewSlack": 0.466,
  "p_sw_mw": 1.54,
  "reg_top3": "f1.mem x144, f2.mem x144, f3.mem x144",
  "hold_path_class": "reg -> reg",
  "numSynthFlops": 597,
  "postRouteWirelength_um": 63400,
  "nFillCells": 4168,
  "fin_skew_ns": 0.0294,
  "path_max_fanout": 9,
  "coreArea_um2": 54200,
  "finalHoldViolations": 0,
  "lay_top_cells": "edfxtp_1, and2_1, nor2_1, dfxtp_1, nand2_1",
  "p_per_area_nw_per_um2": 238,
  "min_delay_path_depth": 1,
  "htreeDepth": 2,
  "arrival_ns": 2.78,
  "internal-power_mw": 5.83,
  "post-route-util": 0.570,
  "switching_share": 0.209,
  "max-cap-violations": 0,
  "grt_usage": 0.254,
  "ios": 43,
  "crit_family": "simple AND/OR/NAND/NOR gates",
  "post_cts_buffers": 0,
  "reg2reg_depth": 8,
  "drive_gt1_frac": 0.137,
  "antenna_found_initial": 0,
  "setup_slack_ns": 2.90,
  "row_count": 85,
  "first_iter_violations": 919,
  "reg2reg_to": "f3.counter[4]"
}
-- per-layer routing --
layer | wire (um) | global-route usage | up-vias
li1 | - | - | 7728
met1 | 26800 | 0.401 | 7806
met2 | 28800 | 0.367 | 591
met3 | 6420 | 0.106 | 80
met4 | 1310 | 0.0469 | 2
met5 | 31 | 0.00693 | -
-- cells in the mapped netlist, drive strengths merged, types with 31 or more instances --
library cell / count / share of area
a21oi: 35 / 0.0063
nand2: 118 / 0.016
a22oi: 42 / 0.011
mux4: 114 / 0.093
o21ai: 75 / 0.014
xor2: 53 / 0.017
buf: 32 / 0.0067
and2: 439 / 0.099
dfxtp: 141 / 0.10
edfxtp: 453 / 0.49
ha: 39 / 0.018
mux2i: 48 / 0.017
nor2b: 31 / 0.0070
clkbuf: 90 / 0.012
nor2: 134 / 0.018
nand2b: 33 / 0.0075
-- power groups by stage --
stage | logic [mW] | registers (mW) | clock network (mW)
after CTS | 0.287 | 3.86 | 3.28
after global routing | 0.311 | 3.87 | 3.41
final | 0.284 | 3.86 | 3.22
-- area by class of cell --
class	count	area (um2)	area share
inverter	29	109	0.00352
clock buffer	79	1700	0.0550
tap	696	871	0.0281
multi-input combinational	1366	10600	0.341
sequential	597	16500	0.533
timing repair buffer	107	903	0.0292
clock inverter	33	315	0.0102
-- worst max-delay path by stage --
stage | startpoint | to | slack, ns | depth (start not counted)
CTS | f3.wr_ptr[3] | vld_out_2 | 2.87 | 4
global route | f3.wr_ptr[3] | vld_out_2 | 2.74 | 4
finish | f3.wr_ptr[3] | vld_out_2 | 2.90 | 4
-- logic make-up (layout without fill, tap and decap cells) --
group,after synthesis,count (layout),share of synthesized area
DFF,594,594,0.594
and+or+nand+nor,865,865,0.174
muxes,162,162,0.110
AOI/OAI and AO/OA,217,217,0.0537
adders and majority gates,39,39,0.0176
xor gates and xnor gates,83,83,0.0263
latches,3,3,0.00163
buffers and inverters,151,248,0.0229
-- stage by stage --
step | hold WS [ns] | instance area (um2) | power, mW
2_1_floorplan | 0.422 | 27700 | 4.10
5_1_grt | 0.467 | 30900 | 7.59
3_5_place_dp | 0.440 | 28900 | 4.22
6_report | 0.458 | 30900 | 7.36
4_1_cts | 0.456 | 30900 | 7.43
3_3_place_gp | 0.433 | 28900 | 4.22
Power and IR drop assume default switching activity.
